==> /design/flow/config.mk <==
export PLATFORM = sky130hd
export DESIGN_NAME = vedic_32x32
export DESIGN_NICKNAME = vedic_32x32
export VERILOG_FILES = /design/flow/design.v
export SDC_FILE = /design/flow/constraint.sdc
export NUM_CORES = 4
export LEC_CHECK = 1
export CORE_UTILIZATION = 30
==> /design/flow/constraint.sdc <==
current_design vedic_32x32

set clk_period 32.7
set clk_io_pct 0.2

create_clock -name clk0 -period $clk_period

set non_clock_inputs [all_inputs -no_clocks]
set_input_delay [expr $clk_period * $clk_io_pct] -clock clk0 $non_clock_inputs
set_output_delay [expr $clk_period * $clk_io_pct] -clock clk0 [all_outputs]
==> /design/flow/design.v <==
`timescale 1ns / 1ps
module ha(a, b, sum, carry);
input a;
input b;
output sum;
output carry;
assign carry=a&b;
assign sum=a^b;
endmodule
module vedic_2x2(a,b,c);
input [1:0]a;
input [1:0]b;
output [3:0]c;
wire [3:0]c;
wire [3:0]temp;
assign c[0]=a[0]&b[0]; 
assign temp[0]=a[1]&b[0];
assign temp[1]=a[0]&b[1];
assign temp[2]=a[1]&b[1];
ha z1(temp[0],temp[1],c[1],temp[3]);
ha z2(temp[2],temp[3],c[2],c[3]);
endmodule
module add_N_bit(input1,input2,answer);
parameter N=32;
input [N-1:0] input1,input2;
   output [N-1:0] answer;
   wire  carry_out;
  wire [N-1:0] carry;
   genvar i;
   generate 
   for(i=0;i<N;i=i+1)
     begin: generate_N_bit_Adder
   if(i==0) 
  half_adder f(input1[0],input2[0],answer[0],carry[0]);
   else
  full_adder f(input1[i],input2[i],carry[i-1],answer[i],carry[i]);
     end
  assign carry_out = carry[N-1];
   endgenerate
endmodule 
module half_adder(x,y,s,c);
   input x,y;
   output s,c;
   assign s=x^y;
   assign c=x&y;
endmodule  
module full_adder(x,y,c_in,s,c_out);
   input x,y,c_in;
   output s,c_out;
 assign s = (x^y) ^ c_in;
 assign c_out = (y&c_in)| (x&y) | (x&c_in);
endmodule  
module add_4_bit(input1,input2,answer);
parameter N=4;
input [N-1:0] input1,input2;
   output [N-1:0] answer;
   wire  carry_out;
  wire [N-1:0] carry;
   genvar i;
   generate 
   for(i=0;i<N;i=i+1)
     begin: generate_N_bit_Adder
   if(i==0) 
  half_adder f(input1[0],input2[0],answer[0],carry[0]);
   else
  full_adder f(input1[i],input2[i],carry[i-1],answer[i],carry[i]);
     end
  assign carry_out = carry[N-1];
   endgenerate
endmodule 
module add_6_bit(input1,input2,answer);
parameter N=6;
input [N-1:0] input1,input2;
   output [N-1:0] answer;
   wire  carry_out;
  wire [N-1:0] carry;
   genvar i;
   generate 
   for(i=0;i<N;i=i+1)
     begin: generate_N_bit_Adder
   if(i==0) 
  half_adder f(input1[0],input2[0],answer[0],carry[0]);
   else
  full_adder f(input1[i],input2[i],carry[i-1],answer[i],carry[i]);
     end
  assign carry_out = carry[N-1];
   endgenerate
endmodule 
module vedic_4x4(a,b,c);
input [3:0]a;
input [3:0]b;
output [7:0]c;
wire [3:0]q0;	
wire [3:0]q1;	
wire [3:0]q2;
wire [3:0]q3;	
wire [7:0]c;
wire [3:0]temp1;
wire [5:0]temp2;
wire [5:0]temp3;
wire [5:0]temp4;
wire [3:0]q4;
wire [5:0]q5;
wire [5:0]q6;
vedic_2x2 z1(a[1:0],b[1:0],q0[3:0]);
vedic_2x2 z2(a[3:2],b[1:0],q1[3:0]);
vedic_2x2 z3(a[1:0],b[3:2],q2[3:0]);
vedic_2x2 z4(a[3:2],b[3:2],q3[3:0]);
assign temp1 ={2'b0,q0[3:2]};
add_4_bit z5(q1[3:0],temp1,q4);
assign temp2 ={2'b0,q2[3:0]};
assign temp3 ={q3[3:0],2'b0};
add_6_bit z6(temp2,temp3,q5);
assign temp4={2'b0,q4[3:0]};
add_6_bit z7(temp4,q5,q6);
assign c[1:0]=q0[1:0];
assign c[7:2]=q6[5:0];
endmodule
module add_8_bit(input1,input2,answer);
parameter N=8;
input [N-1:0] input1,input2;
   output [N-1:0] answer;
   wire  carry_out;
  wire [N-1:0] carry;
   genvar i;
   generate 
   for(i=0;i<N;i=i+1)
     begin: generate_N_bit_Adder
   if(i==0) 
  half_adder f(input1[0],input2[0],answer[0],carry[0]);
   else
  full_adder f(input1[i],input2[i],carry[i-1],answer[i],carry[i]);
     end
  assign carry_out = carry[N-1];
   endgenerate
endmodule 
module add_12_bit(input1,input2,answer);
parameter N=12;
input [N-1:0] input1,input2;
   output [N-1:0] answer;
   wire  carry_out;
  wire [N-1:0] carry;
   genvar i;
   generate 
   for(i=0;i<N;i=i+1)
     begin: generate_N_bit_Adder
   if(i==0) 
  half_adder f(input1[0],input2[0],answer[0],carry[0]);
   else
  full_adder f(input1[i],input2[i],carry[i-1],answer[i],carry[i]);
     end
  assign carry_out = carry[N-1];
   endgenerate
endmodule 
module vedic_8x8(a,b,c);
input [7:0]a;
input [7:0]b;
output [15:0]c;
wire [15:0]q0;	
wire [15:0]q1;	
wire [15:0]q2;
wire [15:0]q3;	
wire [15:0]c;
wire [7:0]temp1;
wire [11:0]temp2;
wire [11:0]temp3;
wire [11:0]temp4;
wire [7:0]q4;
wire [11:0]q5;
wire [11:0]q6;
vedic_4x4 z1(a[3:0],b[3:0],q0[15:0]);
vedic_4x4 z2(a[7:4],b[3:0],q1[15:0]);
vedic_4x4 z3(a[3:0],b[7:4],q2[15:0]);
vedic_4x4 z4(a[7:4],b[7:4],q3[15:0]);
assign temp1 ={4'b0,q0[7:4]};
add_8_bit z5(q1[7:0],temp1,q4);
assign temp2 ={4'b0,q2[7:0]};
assign temp3 ={q3[7:0],4'b0};
add_12_bit z6(temp2,temp3,q5);
assign temp4={4'b0,q4[7:0]};
add_12_bit z7(temp4,q5,q6);
assign c[3:0]=q0[3:0];
assign c[15:4]=q6[11:0];
endmodule
module add_16_bit(input1,input2,answer);
parameter N=16;
input [N-1:0] input1,input2;
   output [N-1:0] answer;
   wire  carry_out;
  wire [N-1:0] carry;
   genvar i;
   generate 
   for(i=0;i<N;i=i+1)
     begin: generate_N_bit_Adder
   if(i==0) 
  half_adder f(input1[0],input2[0],answer[0],carry[0]);
   else
  full_adder f(input1[i],input2[i],carry[i-1],answer[i],carry[i]);
     end
  assign carry_out = carry[N-1];
   endgenerate
endmodule 
module add_24_bit(input1,input2,answer);
parameter N=24;
input [N-1:0] input1,input2;
   output [N-1:0] answer;
   wire  carry_out;
  wire [N-1:0] carry;
   genvar i;
   generate 
   for(i=0;i<N;i=i+1)
     begin: generate_N_bit_Adder
   if(i==0) 
  half_adder f(input1[0],input2[0],answer[0],carry[0]);
   else
  full_adder f(input1[i],input2[i],carry[i-1],answer[i],carry[i]);
     end
  assign carry_out = carry[N-1];
   endgenerate
endmodule 
module vedic_16x16(a,b,c);
input [15:0]a;
input [15:0]b;
output [31:0]c;
wire [15:0]q0;	
wire [15:0]q1;	
wire [15:0]q2;
wire [15:0]q3;	
wire [31:0]c;
wire [15:0]temp1;
wire [23:0]temp2;
wire [23:0]temp3;
wire [23:0]temp4;
wire [15:0]q4;
wire [23:0]q5;
wire [23:0]q6;
vedic_8x8 z1(a[7:0],b[7:0],q0[15:0]);
vedic_8x8 z2(a[15:8],b[7:0],q1[15:0]);
vedic_8x8 z3(a[7:0],b[15:8],q2[15:0]);
vedic_8x8 z4(a[15:8],b[15:8],q3[15:0]);
assign temp1 ={8'b0,q0[15:8]};
add_16_bit z5(q1[15:0],temp1,q4);
assign temp2 ={8'b0,q2[15:0]};
assign temp3 ={q3[15:0],8'b0};
add_24_bit z6(temp2,temp3,q5);
assign temp4={8'b0,q4[15:0]};
add_24_bit z7(temp4,q5,q6);
assign c[7:0]=q0[7:0];
assign c[31:8]=q6[23:0];
endmodule
module add_32_bit(input1,input2,answer);
parameter N=32;
input [N-1:0] input1,input2;
   output [N-1:0] answer;
   wire  carry_out;
  wire [N-1:0] carry;
   genvar i;
   generate 
   for(i=0;i<N;i=i+1)
     begin: generate_N_bit_Adder
   if(i==0) 
  half_adder f(input1[0],input2[0],answer[0],carry[0]);
   else
  full_adder f(input1[i],input2[i],carry[i-1],answer[i],carry[i]);
     end
  assign carry_out = carry[N-1];
   endgenerate
endmodule 
module add_48_bit(input1,input2,answer);
parameter N=48;
input [N-1:0] input1,input2;
   output [N-1:0] answer;
   wire  carry_out;
  wire [N-1:0] carry;
   genvar i;
   generate 
   for(i=0;i<N;i=i+1)
     begin: generate_N_bit_Adder
   if(i==0) 
  half_adder f(input1[0],input2[0],answer[0],carry[0]);
   else
  full_adder f(input1[i],input2[i],carry[i-1],answer[i],carry[i]);
     end
  assign carry_out = carry[N-1];
   endgenerate
endmodule 
module vedic_32x32(a,b,c);
input [31:0]a;
input [31:0]b;
output [63:0]c;
wire [31:0]q0;	
wire [31:0]q1;	
wire [31:0]q2;
wire [31:0]q3;	
wire [63:0]c;
wire [31:0]temp1;
wire [47:0]temp2;
wire [47:0]temp3;
wire [47:0]temp4;
wire [31:0]q4;
wire [47:0]q5;
wire [47:0]q6;
vedic_16x16 z1(a[15:0],b[15:0],q0[31:0]);
vedic_16x16 z2(a[31:16],b[15:0],q1[31:0]);
vedic_16x16 z3(a[15:0],b[31:16],q2[31:0]);
vedic_16x16 z4(a[31:16],b[31:16],q3[31:0]);
assign temp1 ={16'b0,q0[31:16]};
add_32_bit z5(q1[31:0],temp1,q4);
assign temp2 ={16'b0,q2[31:0]};
assign temp3 ={q3[31:0],16'b0};
add_48_bit z6(temp2,temp3,q5);
assign temp4={16'b0,q4[31:0]};
add_48_bit z7(temp4,q5,q6);
assign c[15:0]=q0[15:0];
assign c[63:16]=q6[47:0];
endmodule
==> /design/flow/run.sh <==
#!/bin/bash
# OpenROAD 26Q1-2900-gdf79404cd8, Yosys 0.63+post, stock flow scripts
make -C /OpenROAD-flow-scripts/flow DESIGN_CONFIG=/design/flow/config.mk WORK_HOME=/design/flow/orfs finish
==> impl_metrics.env <==
# yosys + openroad results
export IMPL_rsz0062_at_grt="yes"
export IMPL_path_class="primary input to primary output"
export IMPL_crit_top_cell="fa_2"
export IMPL_n_clock_buffer=0
export IMPL_routabilityCongestion=0.908
export IMPL_stdcell_count=6615
export IMPL_grt_usage_pct=14.8
export IMPL_use_met2_pct=23.2
export IMPL_worst_pin_slew_ps=570
export IMPL_via_per_inst=4.11
export IMPL_synth_area_top_cells="fa_1 39%, ha_1 28%, and2_1 13%"
export IMPL_yosysCellCount=4738
export IMPL_status="complete, but fails checks"
export IMPL_yosys_area_top_type_share_pct=38.7
export IMPL_design_seq_count=0
export IMPL_p_leak_nw=24.1
export IMPL_drt_pass1_iterations=6
export IMPL_globalRouteMet3Util_pct=6.86
export IMPL_setup_ws_ps=-3220
export IMPL_ys_types=11
export IMPL_min_delay_start="a[0]"
export IMPL_num_io_pins=128
export IMPL_finalHoldViolations=0
export IMPL_holdWs_ps=13950
export IMPL_initCoreUtil_pct=30.3
export IMPL_drtAntennaViolNets=0
export IMPL_power_density_nw_per_um2=307
export IMPL_cts_hold_buf=0
export IMPL_required_ps=26160
export IMPL_post_route_period_util_pct=110
export IMPL_hpwl_um=84100
export IMPL_syn_area_um2=43100
export IMPL_slew_viol_final=0
export IMPL_power_internal_w=0.00766
export IMPL_ff_latch_area_um2=0
export IMPL_grt_busiest_layer="met2"
export IMPL_hold_depth=4
export IMPL_drtIter0Drc=624
export IMPL_p_switching_w=0.00670
export IMPL_die_w_um=381
export IMPL_end_kind="primary output"
export IMPL_yosys_area_um2=43100
export IMPL_die_h_um=381
export IMPL_wire_per_inst_um=14.6
export IMPL_max_freq_mhz=27.8
export IMPL_relSlewSlack_pct=62.0
export IMPL_avgSynthCellArea_um2=9.09
export IMPL_cp_slowest_cell="fa_2"
export IMPL_core_um2=142000
export IMPL_largest_area_cell="fa_1"
export IMPL_cp_arrival_ps=29380
export IMPL_grt_pass1_wl_um=160000
export IMPL_crit_path_start_kind="primary input"
export IMPL_crit_path_max_incr_delay_ps=570
export IMPL_syn_to_final_growth_pct=8.64
export IMPL_yosysSeqAreaShare_pct=0
export IMPL_cp_max_fo=2
export IMPL_drive_above_1_share_pct=5.04
export IMPL_violations="setup timing"
export IMPL_grt_pass1_vias=29027
export IMPL_synth_warnings=4
export IMPL_switching_share_pct=46.7
export IMPL_port_buffers=128
export IMPL_min_to="c[1]"
export IMPL_min_period_ps=35920
export IMPL_antenna_found_initial=7
export IMPL_drc=0
export IMPL_rows=138
export IMPL_setup_violations=20
export IMPL_chip_area_um2=145000
export IMPL_met1_usage_pct=19.7
export IMPL_postRouteWirelength_um=96600
export IMPL_drv_cap=0
export IMPL_fin_util_pct=32.9
export IMPL_vias=27191
export IMPL_peakVddDrop_uv=1020
export IMPL_warning_count=35
export IMPL_grt_overflow_total=0
export IMPL_grt_max_degree=33
export IMPL_dp_cells=6614
export IMPL_ys_top_cells_by_count="1523 x inv_1, 976 x ha_1, 924 x and2_1, 833 x fa_1, 173 x clkbuf_1"
export IMPL_top_cell="inv_1"
export IMPL_hold_class="primary input to primary output"
export IMPL_postSynthCellCount=4738
==> worst max-delay path, delay by kind of cell <==
| family | cells | cell delay, ps |
|---|---|---|
| and+or+nand+nor | 1 | 140 |
| buffers and inverters | 12 | 710 |
| xor gates and xnor gates | 3 | 410 |
| adders and majority gates | 70 | 21530 |
==> per-stage QoR <==
step	power (W)	setup TNS (ps)	worst slack (ps)	instance area (um^2)
CTS	0.0154	-40150	-3620	46800
detailed placement	0.0157	-55380	-4430	46800
finish	0.0144	-34760	-3220	46800
floorplan	0.00880	-26350	-2750	43500
global route	0.0168	-46170	-3860	46800
global placement	0.0156	-55140	-4410	46800
==> timing repair <==
item                                    CTS  global route
endpoints found under the hold margin     0             0
gates resized                            92            17
pin swaps                                14             5
endpoints found under the setup margin   23            23
buffers inserted                          0             0
==> routing by layer <==
metal / vias up / wire, um
li1: 13398 / -
met1: 13236 / 40900
met2: 513 / 43900
met3: 38 / 10400
met4: 6 / 1300
met5: - / 40
==> layout by cell type (no fill, tap or decap) <==
cell | Yosys | routed
inv_1 | 1523 | 1509
fa_2 | 0 | 64
ha_1 | 976 | 957
clkdlybuf4s50_1 | 0 | 100
buf_6 | 0 | 4
xor2_1 | 32 | 31
dlygate4sd2_1 | 0 | 2
diode_2 | 0 | 3
fa_1 | 833 | 769
ha_4 | 0 | 19
and2_1 | 924 | 920
and2_4 | 0 | 4
inv_2 | 0 | 14
xor2_2 | 0 | 1
nand2_1 | 100 | 100
clkbuf_2 | 1 | 3
xnor2_1 | 95 | 95
dlymetal6s2s_1 | 0 | 1
buf_4 | 63 | 100
buf_12 | 0 | 11
buf_2 | 18 | 18
==> final cells by class <==
| cell class | instances | area (um^2) |
|---|---|---|
| fillers | 14448 | 95300 |
| multi-input cells | 2960 | 36600 |
| inverters | 1523 | 5720 |
| well taps | 1890 | 2360 |
| repair buffers | 239 | 2150 |
| diodes | 3 | 7.51 |
==> worst max-delay path by stage <==
stage	endpoint	start	slack (ps)
4_1_cts	c[63]	b[1]	-3620
5_1_grt	c[63]	b[0]	-3860
6_report	c[63]	b[0]	-3220
==> cell families after synthesis <==
| family | Yosys count | share of synthesized area (%) |
|---|---|---|
| AND/OR/NAND/NOR | 1024 | 14.3 |
| XOR/XNOR | 127 | 2.58 |
| adder cells (fa/ha/maj) | 1809 | 67.0 |
| buffers and inverters | 1778 | 16.1 |
==> power by group through the flow <==
stage	Sequential [W]	Clock [W]	Combinational [W]
4_1_cts	0	0	0.0154
5_1_grt	0	0	0.0168
Power and IR drop assume default switching activity.
